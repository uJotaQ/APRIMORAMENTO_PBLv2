--- run.sh ---
#!/bin/bash
# OpenROAD 26Q1-2900-gdf79404cd8, Yosys 0.63+post, stock flow scripts
make -C /OpenROAD-flow-scripts/flow DESIGN_CONFIG=/design/flow/config.mk WORK_HOME=/design/flow/orfs finish
--- design.v ---
module dFlipFlop (input d,  
	input rstn,  
		input clk,  
		output reg q,
	output q_);
	assign q_ = !q;
		always @ (posedge clk or posedge rstn)  begin
	if (rstn)  
	q <= 0;  
			else  
				q <= d;  
	end
endmodule  
module delay (clk, Q_out);
	input clk;
	output Q_out;
	wire Q_F0, Q_F1, Q_F2, Q_F3, Q_F4, Q_F5, Q_F6, Q_F7, Q_F8, Q_F9, Q_F10, Q_F11, Q_F12, Q_F13, Q_F14;
	dFlipFlop F0(
	.d(Q_F0),
	.rstn(0),
	.clk(clk),
	.q(),
	.q_(Q_F0),
	);
	dFlipFlop F1(
	.d(Q_F1),
	.rstn(0),
	.clk(Q_F0),
	.q(),
	.q_(Q_F1),
	);
	dFlipFlop F2(
	.d(Q_F2),
	.rstn(0),
	.clk(Q_F1),
	.q(),
	.q_(Q_F2),
	);
	dFlipFlop F3(
	.d(Q_F3),
	.rstn(0),
	.clk(Q_F2),
	.q(),
	.q_(Q_F3),
	);
	dFlipFlop F4(
	.d(Q_F4),
	.rstn(0),
	.clk(Q_F3),
	.q(),
	.q_(Q_F4),
	);
	dFlipFlop F5(
	.d(Q_F5),
	.rstn(0),
	.clk(Q_F4),
	.q(),
	.q_(Q_F5),
	);
	dFlipFlop F6(
	.d(Q_F6),
	.rstn(0),
	.clk(Q_F5),
	.q(),
	.q_(Q_F6),
	);
	dFlipFlop F7(
	.d(Q_F7),
	.rstn(0),
	.clk(Q_F6),
	.q(),
	.q_(Q_F7),
	);
	dFlipFlop F8(
	.d(Q_F8),
	.rstn(0),
	.clk(Q_F7),
	.q(),
	.q_(Q_F8),
	);
	dFlipFlop F9(
	.d(Q_F9),
	.rstn(0),
	.clk(Q_F8),
	.q(),
	.q_(Q_F9),
	);
	dFlipFlop F10(
	.d(Q_F10),
	.rstn(0),
	.clk(Q_F9),
	.q(),
	.q_(Q_F10),
	);
	dFlipFlop F11(
	.d(Q_F11),
	.rstn(0),
	.clk(Q_F10),
	.q(),
	.q_(Q_F11),
	);
	dFlipFlop F12(
	.d(Q_F12),
	.rstn(0),
	.clk(Q_F11),
	.q(),
	.q_(Q_F12),
	);
	dFlipFlop F13(
	.d(Q_F13),
	.rstn(0),
	.clk(Q_F12),
	.q(),
	.q_(Q_F13),
	);
	dFlipFlop F14(
	.d(Q_F14),
	.rstn(0),
	.clk(Q_F13),
	.q(),
	.q_(Q_F14),
	);
	dFlipFlop F15(
	.d(Q_out),
	.rstn(0),
	.clk(Q_F14),
	.q(),
	.q_(Q_out),
	);
	endmodule
--- constraint.sdc ---
current_design delay

set clk_period 1.0
set clk_io_pct 0.2

create_clock -name clk0 -period $clk_period [get_ports {clk}]

set non_clock_inputs [all_inputs -no_clocks]
set_input_delay [expr $clk_period * $clk_io_pct] -clock clk0 $non_clock_inputs
set_output_delay [expr $clk_period * $clk_io_pct] -clock clk0 [all_outputs]
--- config.mk ---
export PLATFORM = sky130hd
export DESIGN_NAME = delay
export DESIGN_NICKNAME = delay
export VERILOG_FILES = /design/flow/design.v
export SDC_FILE = /design/flow/constraint.sdc
export NUM_CORES = 4
export LEC_CHECK = 1
export CORE_AREA = 10 10 70 70
export DIE_AREA = 0 0 80 80
==> CHANGELOG.md <==
## Implementation

- Clock period minus final worst setup slack: 440.4 ps
- Row count: 21
- Yosys cell count: 32
- Largest net degree at the start of global routing: 3
- Post-Place Setup Slack: 557.7 ps
- CP Cell Sequence: inv_1
- Clock transition at path regs: 0 ps
- Leading area contributor after synthesis: dfxtp_1
- Type of the worst setup path: register to register
- Slowest cell on the critical path: dfxtp_1
- Peak VDD IR: approximately 0.00016 V
- Layout cells sized above 1: 0%
- Max Clk Rate: 2271 MHz
- Crit path max fanout: 2
- Fp util: 11.14%
- Total Routing Usage GR: 0.9119%
- Post-route setup TNS: 0 ps
- CP Launch Type: register
- Syn avg cell area: approximately 12 µm²
- CP Buf/Inv Count: 1
- Port Buffers: 1
- Worst hold path class: register to register
- WL final: 274 µm
- Vias in the first global route: 146
- Detail Placement HPWL: 258.5 µm
- Final Util: 13.11%
- Non-Filler Instances: around 79
- Kind of end point of the critical path: register
- First-pass GRT wire length: 531 µm
- Core Region: 3416 µm²
- #MultiIn Comb: 0
- Iter 0 DRT Violations: 3
- Fin crit share: 44.04%
- DR vias/cell: 1.696
- Netlist cell types: 2
- Initial antenna violation count: 0
- Pwr dens: between 90 and 100 nW/µm²
- RSZ-0062 raised after global routing: false
- Setup ws final: ~560 ps
- Hold_buf cts: 0
- Tool warnings: 28
- Post-CTS setup buffer count: 0
- Instance tally after logic synthesis: 32
- Diodes inserted: 0
- Synthesis area per yosys: approximately 380 µm²
- Number of unconstrained endpoints: 16
- Mapped cell area: around 380 µm²
- Layout Skew: 0 ps
- Area of the multi-input gates: 0 µm²
- Worst EP arrival: 330 ps
- Clk latency of the worst-skew pair: 0 ps
- Warnings, synthesis: 17
- Register share after synthesis: around 84%
- Top cell area share: 84.21%
- WP data required: around 880 ps
- DR pass1 iterations: 2
- Pins Over Slew Limit: 0
- CP top delay family: flip-flops
- Placed Cells: roughly 80
- Tightest Pin Transition: 59.21 ps
- CP max stage delay: 280 ps
- Final Hold Fails: 0
- Total gr overflow: 0
- Vertical die size: 80 µm
- Post_cts resized: 0
- Static Leak: 0.1353 nW
- Register pins left without a clock: 15
- Slew headroom: 96.05%
- Status: finished clean
- Die area: 6400 µm²
- Ys flops: 16
- ANT nets after route: 0
- Ports: 2
- # DRC: 0
- Layout Area Growth over Synthesis: 17.76%
- Max_cap viols: 0
- Die X: approximately 80 µm
- Cell area leaders: dfxtp_1 (84%), inv_1 (16%)
- Routability congestion estimate: 0.6654
- Routed vias: 134
- WL per Instance: 3.468 µm
- Setup-failing EPs final: 0
==> registers in the layout, indices dropped and copies added, names as in the netlist <==
register / count
F0.q: 1
F1.q: 1
F10.q: 1
F11.q: 1
F12.q: 1
F13.q: 1
F14.q: 1
F15.q: 1
F2.q: 1
F3.q: 1
F4.q: 1
F5.q: 1
F6.q: 1
F7.q: 1
F8.q: 1
F9.q: 1
==> final timing paths <==
check	cells after the start	end	from	slack, ps
worst max-delay path	1	F0.q$_DFF_P_	F0.q$_DFF_P_	560
worst min-delay path	1	F0.q$_DFF_P_	F0.q$_DFF_P_	370
worst max register to register	1	F0.q$_DFF_P_	F0.q$_DFF_P_	560
worst min register to register	1	F0.q$_DFF_P_	F0.q$_DFF_P_	370
==> area by class of cell <==
class | instances | area, µm²
fillers | 391 | 2968
inverters | 16 | 60.06
flip-flops and latches | 16 | 320.3
well taps | 46 | 57.56
repair buffers | 1 | 10.01
==> report_power, final <==
part,internal (W),switching [W]
clock network,0,0
logic,0,0
registers,0.0000407,0
==> cells in the mapped netlist <==
library cell / number
dfxtp_1: 16
inv_1: 16
==> logic make-up (layout without fill, tap and decap cells) <==
family,after synthesis,after routing,synth area share (%)
buf+inv,16,17,15.79
flops,16,16,84.21
==> per-stage QoR <==
stage / total power, W / hold WS [ps] / cell area, µm²
final: 0.00004071 / 371.1 / 447.9
after global routing: 0.00004071 / 414.4 / 447.9
after CTS: 0.00004072 / 373.5 / 447.9
after detailed placement: 0.00004072 / 373.4 / 447.9
after global placement: 0.00004072 / 361.0 / 447.9
after floorplan: 0.00004072 / 352.3 / 380.4
==> cells in the final DEF, fill, tap and decap left out <==
cell             Yosys  final
inv_1               16     16
clkdlybuf4s50_1      0      1
dfxtp_1             16     16
==> layer usage <==
| layer | up-vias | global-route usage (%) | part of all wire (%) |
|---|---|---|---|
| li1 | 82 | - | - |
| met1 | 50 | 1.230 | 57 |
| met2 | 2 | 1.525 | 34 |
| met3 | 0 | 0.2273 | 9.1 |
| met4 | 0 | 0 | 0 |
| met5 | - | 0 | 0 |
Power is estimated from default activity; no workload was simulated.
